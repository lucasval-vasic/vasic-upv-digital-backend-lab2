==> ./design.v <==
`timescale 1ns / 10ps
module sync_fifo
  #
  (
   parameter WIDTH = 32,
   parameter DEPTH = 8,
   parameter DLOG2 = 3,
   parameter AFULL = 3
   )
  (
   input  [WIDTH-1:0]     data,
   input                  wrreq,
   input                  rdreq,
   input                  clock,
   input                  aclr,
   output reg [WIDTH-1:0] q,
   output                 full,
   output                 empty,
   output reg [DLOG2-1:0] usedw,
   output                 almost_full
   );
  reg [WIDTH-1:0]         ram[DEPTH-1:0];
  reg [DLOG2-1:0]         wr_addr;
  reg [DLOG2-1:0]         rd_addr;
  always @(posedge clock, posedge aclr)
    if (aclr) begin
      usedw   <= 'b0;
      wr_addr <= 'b0;
      rd_addr <= 'b0;
      q       <= 'b0;
    end else begin
      case ({wrreq, rdreq})
        2'b10: usedw <= usedw + 8'h1;
        2'b01: usedw <= usedw - 8'h1;
      endcase  
      if (wrreq) ram[wr_addr] <= data;
      if (wrreq) wr_addr <= wr_addr + 8'h1;
      if (rdreq) begin
        rd_addr <= rd_addr + 8'h1;
        q       <= ram[rd_addr];
      end
    end  
  assign full = &usedw;
  assign empty = ~|usedw;
  assign almost_full = usedw > AFULL;
endmodule  
==> ./run.sh <==
#!/bin/bash
# OpenROAD 26Q1-2900-gdf79404cd8, Yosys 0.63+post, stock flow scripts
make -C /OpenROAD-flow-scripts/flow DESIGN_CONFIG=/design/flow/config.mk WORK_HOME=/design/flow/orfs finish
==> ./config.mk <==
export PLATFORM = sky130hd
export DESIGN_NAME = sync_fifo
export DESIGN_NICKNAME = sync_fifo
export VERILOG_FILES = /design/flow/design.v
export SDC_FILE = /design/flow/constraint.sdc
export NUM_CORES = 4
export LEC_CHECK = 1
export CORE_UTILIZATION = 30
==> ./constraint.sdc <==
current_design sync_fifo

set clk_period 6.9
set clk_io_pct 0.2

create_clock -name clk0 -period $clk_period [get_ports {clock}]

set non_clock_inputs [all_inputs -no_clocks]
set_input_delay [expr $clk_period * $clk_io_pct] -clock clk0 $non_clock_inputs
set_output_delay [expr $clk_period * $clk_io_pct] -clock clk0 [all_outputs]
==> results.sh <==
# physical design summary
export IMPL_status="completed"
export IMPL_cts_root_buf="clkbuf_16"
export IMPL_simple_gate_area_frac=0.0106
export IMPL_drc=0
export IMPL_ys_cells=656
export IMPL_cts_htree_levels=1
export IMPL_fin_area_mm2=0.0138
export IMPL_yosysWarnings=2
export IMPL_via_per_inst=4.78
export IMPL_clock_sinks=297
export IMPL_xor_share=0.00379
export IMPL_syn2layout_area_growth_pct=19.2
export IMPL_setup_viol=0
export IMPL_clk_latency_ns=0.54
export IMPL_drtIter0Drc=351
export IMPL_lay_top_cells="256 x edfxtp_1, 72 x clkdlybuf4s50_1, 42 x inv_1, 40 x dfrtp_1"
export IMPL_finalClockPeriodUsage=0.486
export IMPL_coreArea_mm2=0.0378
export IMPL_syn_area_mm2=0.0116
export IMPL_use_met3=0.0555
export IMPL_tns_ns=0
export IMPL_cts_resized_gates=0
export IMPL_grt_pass1_wl_mm=36.7
export IMPL_slowest_delay_ns=0.79
export IMPL_grt_pass1_vias=6220
export IMPL_logic_family="AND-OR/OR-AND gates"
export IMPL_p_leak_nw=4.88
export IMPL_numCtsBuffers=28
export IMPL_die_x_um=198
export IMPL_antenna_found_initial=0
export IMPL_cp_start_kind="input port"
export IMPL_wire_per_inst_um=18.8
export IMPL_clkTransAtPathRegs_ns=0.07
export IMPL_holdWs_ns=0.527
export IMPL_mux_area_frac=0.0383
export IMPL_timing_critical_path_arrival_ns=3.57
export IMPL_gr_usage_met2=0.197
export IMPL_ir_drop_mv=0.306
export IMPL_busiest_layer="met2"
export IMPL_hold_viol=0
export IMPL_rows=71
export IMPL_post_cts_setup_buffers=0
export IMPL_ys_seq_frac=0.754
export IMPL_port_buffers=73
export IMPL_finClkSkew_ns=0.00878
export IMPL_ios=74
export IMPL_grt_overflow=0
export IMPL_grt_usage=0.131
export IMPL_log_warning_count=33
export IMPL_synth_cell_types=32
export IMPL_cts_tree="built"
export IMPL_worstPathRequired_ns=7.11
export IMPL_synth_adder_area_share=0.0158
export IMPL_finalWirelength_mm=23.8
export IMPL_max_freq_mhz=298
export IMPL_worst_pin_slew_ns=0.913
export IMPL_slew_headroom=0.391
export IMPL_gp_congestion=0.760
export IMPL_crit_family="buffers and inverters"
export IMPL_holdCritPathClass="flop to flop"
export IMPL_maxCapViolations=0
export IMPL_drtAntennaViolNets=0
export IMPL_fp_util=0.306
export IMPL_placed_area_mm2=0.0129
export IMPL_rsz0062_at_grt="no"
export IMPL_yosysChipArea_mm2=0.0116
export IMPL_slowest_stage="and3_1"
export IMPL_cts_buffer_depth=3
export IMPL_ys_sh_aoi=0.144
export IMPL_via_count=6043
export IMPL_met1_usage=0.191
export IMPL_path_cells="clkdlybuf4s50_1, inv_1, nor2_1, and3_1, buf_4"
export IMPL_first_pass_iters=4
export IMPL_path_max_fanout=17
export IMPL_die_area_mm2=0.0393
export IMPL_final_min_clock_period_ns=3.35
export IMPL_grt_max_degree=71
export IMPL_maxSlewViolCount=0
export IMPL_ys_ff=297
export IMPL_final_common_cell="edfxtp_1"
export IMPL_p_per_area_mw_per_mm2=399
export IMPL_critPathKind="input port to flop"
export IMPL_layout_drive_gt1_share=0.169
export IMPL_crit_path_end_kind="flop"
export IMPL_hpwlAfterDp_mm=13.2
export IMPL_critPathBufInv=3
export IMPL_die_y_um=198
export IMPL_avgSynthCellArea_um2=17.6
export IMPL_diodes=0
export IMPL_cts_hold_buf=0
export IMPL_synthCells=656
-- registers in the layout, indices dropped and copies added, names as in the netlist --
signal	cells
usedw	3
wr_addr	3
ram	256
rd_addr	3
q	32
-- metal layers --
| layer | routed length (um) | share of wire |
|---|---|---|
| met5 | 0 | 0 |
| met4 | 376 | 0.016 |
| met3 | 2280 | 0.096 |
| met2 | 10900 | 0.46 |
| met1 | 10200 | 0.43 |
-- synthesized netlist by cell type (all sizes together) --
library cell / number / area share
xnor2: 1 / 0.00076
nor2b: 1 / 0.00076
ha: 13 / 0.014
o211a: 31 / 0.027
a22o: 31 / 0.023
o2111a: 1 / 0.00097
dfrtp: 41 / 0.089
nand3: 1 / 0.00043
o22ai: 32 / 0.017
xor2: 4 / 0.0030
buf: 16 / 0.0097
fa: 1 / 0.0017
nor4: 1 / 0.0011
and3: 7 / 0.0038
nor3: 1 / 0.00043
inv: 43 / 0.014
a22oi: 32 / 0.021
o21ai: 35 / 0.015
a21oi: 2 / 0.00087
nand2: 6 / 0.0022
clkbuf: 30 / 0.0099
mux2: 31 / 0.038
nor2: 6 / 0.0019
edfxtp: 256 / 0.67
a221oi: 33 / 0.039
-- layout make-up --
class	count	area, um2
clock buffer	39	802
clock inverter	11	118
fill	3475	24000
inverter	43	161
multi-input combinational	270	2470
sequential	297	8710
tap	511	639
timing repair buffer	92	868
-- kinds of logic (layout without fill, tap and decap cells) --
family                   Yosys count  after routing
flip-flops                       297            297
AND-OR/OR-AND                    197            197
buffers and inverters             89            185
multiplexers                      31             31
AND/OR/NAND/NOR                   23             23
adder cells (fa/ha/maj)           14             14
XOR/XNOR                           5              5
-- report_power, final --
part / switching [mW] / leakage [nW] / internal, mW
registers: 0.133 / 2.81 / 2.19
logic: 0.872 / 1.62 / 0.790
clock network: 0.629 / 0.456 / 0.884
total: 1.63 / 4.88 / 3.87
-- final timing paths --
path | slack, ns | to | cells past startpoint | from
min in group asynchronous | 1.35 | q[12] | 3 | aclr
max in group asynchronous | 5.10 | rd_addr[2] | 3 | aclr
max | 3.55 | ram[0][24] | 5 | wrreq
min reg2reg | 0.53 | q[2] | 2 | ram[0][2]
min | 0.53 | q[2] | 2 | ram[0][2]
max reg2reg | 3.62 | q[9] | 8 | rd_addr[0]
-- metrics by stage --
stage                      util  setup slack (ns)  instances  total power, mW
after floorplan               -              3.18        656             3.41
after global placement    0.341              3.04       1213             4.03
after detailed placement  0.341              2.99       1213             4.05
after CTS                 0.365              3.54       1263             5.57
after global routing      0.365              3.30       1263             5.80
final                     0.365              3.55       1263             5.50
-- worst register-to-register path: stages (launching register included) --
cell and delay (ns):
dfrtp_1 0.42, inv_1 0.11, ha_1 0.74, buf_4 0.38, nor2b_4 0.54, buf_4 0.50, a221oi_1 0.18, o211a_1 0.20
o22ai_1 0.13
Power and IR drop assume default switching activity.
